### design/flow/run.sh
#!/bin/bash
# OpenROAD 26Q1-2900-gdf79404cd8, Yosys 0.63+post, stock flow scripts
make -C /OpenROAD-flow-scripts/flow DESIGN_CONFIG=/design/flow/config.mk WORK_HOME=/design/flow/orfs finish
### design/flow/config.mk
export PLATFORM = sky130hd
export DESIGN_NAME = divizor_frecventa
export DESIGN_NICKNAME = divizor_frecventa
export VERILOG_FILES = /design/flow/design.v
export SDC_FILE = /design/flow/constraint.sdc
export NUM_CORES = 4
export LEC_CHECK = 1
export CORE_UTILIZATION = 30
### design/flow/constraint.sdc
current_design divizor_frecventa

set clk_period 5.0
set clk_io_pct 0.2

create_clock -name clk0 -period $clk_period [get_ports {clk_i}]

set non_clock_inputs [all_inputs -no_clocks]
set_input_delay [expr $clk_period * $clk_io_pct] -clock clk0 $non_clock_inputs
set_output_delay [expr $clk_period * $clk_io_pct] -clock clk0 [all_outputs]
### design/flow/design.v
module divizor_frecventa
(
    input clk_i,  
    output reg clk_o_1hz,  
    output reg clk_o_20khz  
);
reg[26:0] counter1 = 27'd0;
parameter DIVISOR1 = 27'd100000000;
reg[26:0] counter2 = 27'd0;
parameter DIVISOR2 = 27'd5000;
always @(posedge clk_i)
    begin
        counter1 <= counter1 + 27'd1;
        if(counter1>=(DIVISOR1-1))
            counter1 <= 27'd0;
        clk_o_1hz <= (counter1<(DIVISOR1/2))?1'b1:1'b0;
    end
always @(posedge clk_i)
    begin
        counter2 <= counter2 + 27'd1;
        if(counter2>=(DIVISOR2-1))
            counter2 <= 27'd0;
        clk_o_20khz <= (counter2<DIVISOR2/2)?1'b1:1'b0;
    end
endmodule
==> run summary <==
Notes on the flow outputs.

- The fraction of registers with async set or reset after synthesis reads 0%.
- The hold path depth reads 1.
- The startpoint of the lowest-slack register-to-register path is counter1[0].
- The via count of the routed design reads 1585.
- The maximum level of the CTS H-tree is 2.
- The maximum clock insertion buffer count reads 2.
- The standard-cell row count reads 31.
- The count of TritonRoute iterations in the first routing pass reads 4.
- The tally of OpenROAD warnings is 25.
- The post-route netlist has between 5 and 6% of its cells at a drive strength greater than 1.
- The final worst clock skew reads 0.00534 ns.
- The shortest period the worst path allows reads 2.07 ns.
- After detailed routing, the total wire length is roughly 3.6 mm.
- The sequential area share after synthesis is just under 50%.
- The number of buffers inserted by post-CTS setup repair reads 0.
- The synthesis warning total is 1.
- The number of synthesized register bits is 56.
- The mean routed wirelength per cell is roughly 10 microns.
- STA shows the worst reg2reg path with a cell count of 7.
- The cell family contributing the most delay on the critical path is buffers and inverters.
- The capture point of the worst reg-to-reg path reads counter1[20].
- The remaining number of nets flagged by the antenna check after routing reads 0.
- The TritonCTS sink count reads about 56.
- Setup repair after global routing left no endpoint under its margin.
- The pre-placement core utilization is approximately 31%.
- The count of input and output buffers is 2.
- The reported leakage power is 0.939 nW.
- The signal arrival time at the worst endpoint reads 1.07 ns.
- The share of synthesized area in the top cell type comes to between 40% and 50%.
- Per the detail_route report, vias per standard cell equal 4.37.
- The setup TNS after final layout reads 0 ns.
- The data required time of the critical path is ~4 ns.
- Registers take roughly 1100 sq um.
- The all-layer global routing usage reads 10.7%.
- The number of buffers inserted during clock tree synthesis is 5.
- The maximum vdd ir drop reads 133 uV.
- The largest area contributor in the netlist reads sky130_fd_sc_hd__dfxtp_1.
- According to the dpl log, the detail-placed design has an HPWL of between 2 and 3 mm.
- Per the layout area report, the combinational gate area comes to between 1000 and 1500 sq um.
- The power density over the cells reads ~280 nW/um^2.
- The destination of the worst hold path is counter2[0].
- The largest incremental delay on the critical path reads 0.44 ns.
- Entering global routing, the biggest net connects 21 pins.
- The routability congestion estimate from global placement is around 0.82.
- The synthesis stats list as the most numerous cell sky130_fd_sc_hd__dfxtp_1.
- The post-cts gate resize count reads 0.
- Dividing the final minimum period by the clock period gives 41.4%.
- The horizontal die dimension reads a little under 90 microns.
- The die area is around 7900 sq um.
- The first-pass GRT wire length is between 6 and 7 mm.
- Summing all placed instances gives a cell area of approximately 2400 sq um.
- In the synthesized netlist, the cells that appear most often are sky130_fd_sc_hd__dfxtp_1 (56), sky130_fd_sc_hd__nor2_1 (43), sky130_fd_sc_hd__xor2_1 (22).
- The core region is slightly above 7000 sq um.
- The number of pins exceeding their max-slew limit in the final report reads 0.
- The number of ports placed on the die boundary is 3.
- The clock transition at the registers of the reported paths is approximately 0.11 ns.
- Per STA, the worst path is made up of clkdlybuf4s50_1.
- The worst setup path category is register to primary output.
- The number of different library cells used by synthesis comes to 34.
- The slowest stage of the critical path is the sky130_fd_sc_hd__clkdlybuf4s50_1 cell.
- For the worst-skew pair, the clock arrives at the later sink with an insertion delay of 0.31 ns.
- Cells fill a little over a third of the core in the end.
- The vertical die dimension reads 88.7 microns.
- The report puts the hold buffer count at CTS at 0.
- The area growth from synthesis to layout is 12.0%.
- TritonCTS built the clock tree.
- The worst slew margin relative to its limit reads 52.0%.
- The worst setup path is captured at a primary output.
- The final-report hold violation count reads 0.
- In this run the mean area of a mapped cell was around 9.2 sq um.
- The reported max-cap violation count reads 0.
- The total grt overflow reads 0.
- The number of buffer and inverter stages on the critical path reads 1.
- Yosys reports a chip area of around 2300 sq um.
- In this run, synthesis inferred 0 flip-flops with an integrated enable.
- The number of filler instances in the final layout is between 700 and 800.
- The post-route cell area is about 2500 sq um.
- Summing every instance area after synthesis gives roughly 2300 sq um.
- The violation tally recorded at the end of detailed-routing iteration 0 is about 83.
- The register-to-register path setup slack reads a little under 3 ns.
- The beginning of the critical path reads clk_o_1hz.
- The antenna diode count is 0.
- The post-synthesis instance total reads between 200 and 250.
- The number of global-route vias before repair reads between 1000 and 1500.
- For the pin with the worst max-slew slack, the measured transition is 0.718 ns.
- The most common flop cell mapped by yosys reads sky130_fd_sc_hd__dfxtp_1.
- The number of antenna violations at the first check in global routing is 0.
- Per the Yosys statistics, synthesis produced between 200 and 250 cells.
- Per the CTS log, the root buffer master is sky130_fd_sc_hd__clkbuf_8.
- The number of setup violations in the final report reads 0.
- The maximum net fanout on the critical path reads 1.
- The launch instance of the worst min-delay path reads counter2[0].
- The classification of the worst-slack hold path is register to register.
- The flow ran to the end, and the final reports show no timing, DRC or antenna violations.
- The synthesis report lists the most area-consuming cells as sky130_fd_sc_hd__dfxtp_1 (50%), sky130_fd_sc_hd__xor2_1 (8.5%), sky130_fd_sc_hd__nor2_1 (7.2%), sky130_fd_sc_hd__xnor2_1 (4.3%), sky130_fd_sc_hd__nand3_1 (3.5%).
- After detailed routing, the number of remaining DRC violations is 0.
- The worst setup path is launched from a register.
- The fmax reads 483 MHz.
[sequential cells by signal (all words and copies together), names as in the netlist]
name / cells
counter1: 27
clk_o_20khz: 1
clk_o_1hz: 1
counter2: 27
[where the power goes]
part           switching [mW]  leakage, nW  total [mW]  internal (mW)
Sequential            0.00141        0.456       0.453          0.452
Combinational         0.00119        0.432     0.00160       0.000404
Clock                   0.157       0.0511       0.263          0.106
Total                   0.160        0.939       0.718          0.558
[kinds of logic (layout without fill, tap and decap cells)]
logic type,Yosys count,count (layout),share of synthesized area (%)
other,1,14,0.166
multiplexers,1,1,0.443
XOR/XNOR,33,33,12.8
AND-OR/OR-AND,12,12,3.33
flip-flops,56,56,49.7
AND/OR/NAND/NOR,134,134,31.2
adder cells (fa/ha/maj),2,2,1.11
buffers and inverters,7,12,1.33
[cell usage in the layout, fill, tap and decap left out, types with 3 or more instances in the layout]
cell type,instances
sky130_fd_sc_hd__o31ai_1,3
sky130_fd_sc_hd__xnor2_1,11
sky130_fd_sc_hd__nand4_1,11
sky130_fd_sc_hd__dfxtp_1,56
sky130_fd_sc_hd__clkbuf_8,5
sky130_fd_sc_hd__nand2_1,21
sky130_fd_sc_hd__xor2_1,22
sky130_fd_sc_hd__nand2b_1,3
sky130_fd_sc_hd__nor3_1,15
sky130_fd_sc_hd__nor2_1,43
sky130_fd_sc_hd__conb_1,14
sky130_fd_sc_hd__nand3_1,16
sky130_fd_sc_hd__and3_1,7
sky130_fd_sc_hd__a21oi_1,5
sky130_fd_sc_hd__nor4_1,4
[how the worst max path moves through the flow]
stage | to | depth (start not counted) | slack (ns)
after global routing | counter1[8] | 7 | 2.71
after CTS | clk_o_20khz | 1 | 2.91
final | clk_o_1hz | 1 | 2.93
[final cells by class]
cell class	count	area share (%)
repair buffers	3	1.09
multi-input cells	196	45.7
flip-flops and latches	56	44.3
clock buffers	5	2.72
well taps	99	4.90
clock inverters	3	1.14
inverters	1	0.148
[layer usage]
metal	global-route usage, %	vias up	routed length [microns]	part of all wire, %
met5	0	-	0	0
met4	1.47	0	55	1.5
met3	1.51	4	105	2.9
met2	16.2	24	1530	42
met1	17.0	690	1930	53
li1	-	867	-	-
[through the flow]
step | total power [mW] | setup WS, ns | std cells | hold slack (ns)
4_1_cts | 0.730 | 2.91 | 363 | 0.478
2_1_floorplan | 0.465 | 3.43 | 259 | 0.432
5_1_grt | 0.752 | 2.71 | 363 | 0.505
3_3_place_gp | 0.465 | 3.10 | 355 | 0.449
3_5_place_dp | 0.465 | 3.01 | 355 | 0.457
6_report | 0.718 | 2.93 | 363 | 0.472
Power figures rest on the tool's default switching activity, not on a simulated workload.
