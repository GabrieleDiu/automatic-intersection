==> design.v <==
module mas1(
    input clk_1hz,
    input service_i, 
    input rst_n_i,
    output w_n,
    output w_e,
    output w_v,
    output w_s,
    output w_p,
    output service_o,
    output wait_idle,
    output tranzit_n,
    output tranzit_e,
    output tranzit_v,
    output tranzit_s,
    output tranzit_w,
    output reg [7:0] counter_o 
);
localparam IDLE_TIME = 1; 
localparam TRANSITION_TIME = 2;
localparam WORK_N_TIME = 18; 
localparam WORK_E_TIME = 24; 
localparam WORK_V_TIME = 18;
localparam WORK_S_TIME = 15;
localparam WORK_P_TIME = 11; 
localparam FINISH_TIME = 8'd113;
localparam idle_s = 4'b0000; 
localparam tranzit_idle_s = 4'b0001; 
localparam work_n = 4'b0010; 
localparam tranzit_nord_s = 4'b0011; 
localparam work_e = 4'b0100; 
localparam tranzit_est_s = 4'b0101; 
localparam work_v = 4'b0110;
localparam tranzit_vest_s = 4'b0111; 
localparam work_s = 4'b1000; 
localparam tranzit_sud_s = 4'b1001; 
localparam work_p = 4'b1010; 
localparam counter_s = 4'b1011;
reg [7:0] cnt_time; 
reg toggle; 
reg [3:0] curent_state;
reg [3:0] next_state;
always @(posedge clk_1hz or negedge rst_n_i) begin
    if (~rst_n_i)
        cnt_time <= 8'd0;
    else if (cnt_time == FINISH_TIME) 
        cnt_time <= 8'd0;
    else if (service_i)
        cnt_time <= cnt_time + 1;
end
always @(posedge clk_1hz or negedge rst_n_i) begin
    if (~rst_n_i)
        toggle <= 1'b0;
    else if (~service_i)
        toggle <= ~toggle;
end
always @(posedge clk_1hz or negedge rst_n_i) begin
    if (~rst_n_i)
        curent_state <= idle_s;
    else if (service_i)
        curent_state <= next_state;
end
always @(*) begin
    if (service_i) begin
        case (curent_state)
            idle_s: begin
                if (cnt_time == IDLE_TIME)
                    next_state = tranzit_idle_s;
                else
                    next_state = idle_s;
            end
            tranzit_idle_s: next_state = work_n;
            work_n: begin
                if (cnt_time == IDLE_TIME + TRANSITION_TIME + WORK_N_TIME)
                    next_state = tranzit_nord_s;
                else
                    next_state = work_n;
            end
            tranzit_nord_s: next_state = work_e;
            work_e: begin
                if (cnt_time == IDLE_TIME + (2 * TRANSITION_TIME) + WORK_N_TIME + WORK_E_TIME)
                    next_state = tranzit_est_s;
                else
                    next_state = work_e;
            end
            tranzit_est_s: next_state = work_v;
            work_v: begin
                if (cnt_time == IDLE_TIME + (3 * TRANSITION_TIME) + WORK_N_TIME + WORK_E_TIME + WORK_V_TIME)
                    next_state = tranzit_vest_s;
                else
                    next_state = work_v;
            end
            tranzit_vest_s: next_state = work_s;
            work_s: begin
                if (cnt_time == IDLE_TIME + (4 * TRANSITION_TIME) + WORK_N_TIME + WORK_E_TIME + WORK_V_TIME + WORK_S_TIME)
                    next_state = tranzit_sud_s;
                else
                    next_state = work_s;
            end
            tranzit_sud_s: next_state = work_p;
            work_p: begin
                if (cnt_time == IDLE_TIME + (5 * TRANSITION_TIME) + WORK_N_TIME + WORK_E_TIME + WORK_V_TIME + WORK_S_TIME + WORK_P_TIME)
                    next_state = counter_s;
                else
                    next_state = work_p;
            end
            counter_s: begin
                if (cnt_time == FINISH_TIME)
                    next_state = idle_s;
                else
                    next_state = counter_s;
            end
            default: next_state = idle_s;
        endcase
    end else begin
        next_state = idle_s;
    end
end
always @(posedge clk_1hz or negedge rst_n_i) begin
    if (~rst_n_i)
        counter_o <= 8'd0;
    else begin
        case (curent_state)
            idle_s: counter_o <= IDLE_TIME - cnt_time;
            work_n: counter_o <= IDLE_TIME + TRANSITION_TIME + WORK_N_TIME - cnt_time;
            work_e: counter_o <= IDLE_TIME + (2 * TRANSITION_TIME) + WORK_N_TIME + WORK_E_TIME - cnt_time;
            work_v: counter_o <= IDLE_TIME + (3 * TRANSITION_TIME) + WORK_N_TIME + WORK_E_TIME + WORK_V_TIME - cnt_time;
            work_s: counter_o <= IDLE_TIME + (4 * TRANSITION_TIME) + WORK_N_TIME + WORK_E_TIME + WORK_V_TIME + WORK_S_TIME - cnt_time;
            work_p: counter_o <= IDLE_TIME + (5 * TRANSITION_TIME) + WORK_N_TIME + WORK_E_TIME + WORK_V_TIME + WORK_S_TIME + WORK_P_TIME - cnt_time;
            default: counter_o <= 8'd0;
        endcase
    end
end
assign w_n = (curent_state == work_n) && service_i;
assign w_e = (curent_state == work_e) && service_i;
assign w_v = (curent_state == work_v) && service_i;
assign w_s = (curent_state == work_s) && service_i;
assign w_p = (~service_i) ? toggle : (curent_state == work_p);
assign service_o = (curent_state != idle_s);
assign wait_idle = (curent_state == idle_s);
assign tranzit_n = (~service_i) ? toggle :(curent_state == tranzit_nord_s) && service_i;
assign tranzit_e = (~service_i) ? toggle : (curent_state == tranzit_est_s);
assign tranzit_v = (~service_i) ? toggle : (curent_state == tranzit_vest_s);
assign tranzit_s = (~service_i) ? toggle : (curent_state == tranzit_sud_s);
assign tranzit_w = (curent_state == tranzit_idle_s) && service_i;
endmodule
==> run.sh <==
#!/bin/bash
# OpenROAD 26Q1-2900-gdf79404cd8, Yosys 0.63+post, stock flow scripts
make -C /OpenROAD-flow-scripts/flow DESIGN_CONFIG=/design/flow/config.mk WORK_HOME=/design/flow/orfs finish
==> config.mk <==
export PLATFORM = sky130hd
export DESIGN_NAME = mas1
export DESIGN_NICKNAME = mas1
export VERILOG_FILES = /design/flow/design.v
export SDC_FILE = /design/flow/constraint.sdc
export NUM_CORES = 4
export LEC_CHECK = 1
export CORE_AREA = 10 10 106 106
export DIE_AREA = 0 0 116 116
==> constraint.sdc <==
current_design mas1

set clk_period 4.0
set clk_io_pct 0.2

create_clock -name clk0 -period $clk_period [get_ports {clk_1hz}]

set non_clock_inputs [all_inputs -no_clocks]
set_input_delay [expr $clk_period * $clk_io_pct] -clock clk0 $non_clock_inputs
set_output_delay [expr $clk_period * $clk_io_pct] -clock clk0 [all_outputs]
==> tab_implementation.tex <==
% Implementation results table
\begin{tabular}{lr}
\hline
Metric & Value \\
\hline
\multicolumn{2}{l}{\textbf{Status}} \\
\quad Outcome & finished, final reports clean \\
\multicolumn{2}{l}{\textbf{Finish}} \\
\quad Area growth syn-to-layout & 15.94\% \\
\quad Fraction of layout instances using a drive strength above 1 & 4.435\% \\
\quad Final standard cell utilization of the core & 25.41\% \\
\quad Non-filler cells, final & 356 \\
\multicolumn{2}{l}{\textbf{Clocking}} \\
\quad Hold buffer count at cts & 0 \\
\quad Number of cells upsized or downsized after cts & 0 \\
\quad Register clock-pin slew on the reported worst setup and hold paths & 0.08 ns \\
\quad Buffers from clock root to sink, at most & 2 \\
\quad Clock tree from TritonCTS & done \\
\quad Number of buffers inserted by post-CTS setup repair & 0 \\
\quad Max H-tree Level & 1 \\
\quad Source-to-sink clock delay at the later pin of the worst-skew pair & 0.27 ns \\
\quad Num CTS Buffers & 3 \\
\quad Number of sinks driven by the clock tree & 21 \\
\quad Root buffer cell & clkbuf\_8 \\
\multicolumn{2}{l}{\textbf{Route}} \\
\quad Detailed Routing Iterations Pass 1 & 5 \\
\quad Post-detailed-route count of antenna-violating nets & 0 \\
\quad Number of vias after detailed routing & 1873 \\
\quad Initial drt markers & 190 \\
\quad Drt wl/cell & 15.17 um \\
\quad Total routed wirelength & 5401 um \\
\quad Residual DRC & 0 \\
\quad Antenna fix cells & 0 \\
\quad Routed via count divided by cell count & 5.261 \\
\multicolumn{2}{l}{\textbf{Pwr}} \\
\quad Leakage power & 0.0008710 uW \\
\quad Max VDD drop & 0.0003349 V \\
\quad PwrDens & 752.0 nW/um\^{}2 \\
\multicolumn{2}{l}{\textbf{Floorplanning}} \\
\quad Count of boundary I/O pins & 23 \\
\quad Area of the placeable core & 8848 sq um \\
\quad Die height & 116 um \\
\quad Chip area & 13460 sq um \\
\quad Pre-placement core utilization & 21.92\% \\
\quad Chip Width & 116 um \\
\quad Cell row count & 34 \\
\multicolumn{2}{l}{\textbf{STA}} \\
\quad Worst clock skew on the final layout & 0.003535 ns \\
\quad Slew headroom & 45.84\% \\
\quad Final worst-path setup slack & 0.7858 ns \\
\quad RSZ-0062 raised after global routing & false \\
\quad Transition time at the pin with the least slew margin & 0.8012 ns \\
\quad Post-layout minimum cycle time & 3.214 ns \\
\quad Slew Viols, Final & 0 \\
\quad Post-route setup TNS & 0 ns \\
\quad Final setup fails & 0 \\
\quad Post-route fraction of the period consumed by the critical path & 80.36\% \\
\quad Hold Fails Final Rpt & 0 \\
\quad Fmax achieved & 311.1 MHz \\
\multicolumn{2}{l}{\textbf{Hold path}} \\
\quad Hold wc startpoint & toggle\$\_DFFE\_PN0N\_ \\
\quad Worst hold path endpoint & toggle\$\_DFFE\_PN0N\_ \\
\quad Worst hold path type & flip-flop to flip-flop \\
\quad Cell count of the worst hold path & 1 \\
\multicolumn{2}{l}{\textbf{Logic synthesis}} \\
\quad Post-synthesis average cell area & 8.014 sq um \\
\quad Part of the Yosys area used for sequential elements & 27.10\% \\
\quad Number of standard cells after synthesis & 242 \\
\quad Post-synth tally of flip-flops with integrated enable & 0 \\
\quad Netlist Area Pre-Place & 1939 sq um \\
\quad Dominant synthesized flop cell & dfrtp\_1 \\
\quad Cell count listed in synth\_stat.txt & 242 \\
\quad Yosys warns & 1 \\
\quad Ys async rst share & 100.0\% \\
\quad Synth unique cells & 55 \\
\quad YS chip area & 1939 sq um \\
\quad Yosys reg bits & 21 \\
\multicolumn{2}{l}{\textbf{Critical path}} \\
\quad Top cell by count, worst path & clkdlybuf4s50\_1 \\
\quad CP max FO & 13 \\
\quad Data arrival time of the critical path & 2.41 ns \\
\quad Worst flop-to-flop path startpoint & curent\_state[0]\$\_DFFE\_PN0P\_ \\
\quad Highest-delay cell along the critical path & clkdlybuf4s50\_1 \\
\quad Reg-to-reg critical path endpoint & curent\_state[0]\$\_DFFE\_PN0P\_ \\
\quad Count of buffer and inverter cells on the critical path & 4 \\
\quad CP delay by family, top & buffers and inverters \\
\quad Chain of cells forming the critical path & clkdlybuf4s50\_1 -> buf\_4 -> clkinv\_1 -> nand2\_1 -> o31ai\_1 -> clkdlybuf4s50\_1 \\
\quad Startpoint type of the worst setup path & input pin \\
\quad Critical path depth in cells & 6 \\
\quad Longest individual stage delay on the worst path & 0.45 ns \\
\quad Worst Path Required & 3.20 ns \\
\quad Worst R2R Path Depth & 5 \\
\quad Setup slack, reg-to-reg & 1.46 ns \\
\quad Category of the most critical setup path & input pin to primary output \\
\quad Worst setup EP type & primary output \\
\multicolumn{2}{l}{\textbf{Placement}} \\
\quad DP Worst Slack & 0.7912 ns \\
\quad Number of placed instances, taps included & 352 \\
\quad Port buffer count & 22 \\
\quad Placed wire-length estimate & 3892 um \\
\quad Placer's final routability congestion estimate & 0.9118 \\
\multicolumn{2}{l}{\textbf{Global route}} \\
\quad Gr usage total & 8.189\% \\
\quad Global-route wire length before repair & 9025 um \\
\quad Initial antenna violation count & 0 \\
\quad Via count of the first global-routing pass & 1733 \\
\quad Largest net degree at the start of global routing & 26 \\
\quad Overflow left after global routing & 0 \\
\multicolumn{2}{l}{\textbf{Flow run}} \\
\quad Count of maximum capacitance violations & 0 \\
\quad OpenROAD warning count & 36 \\
\hline
\end{tabular}
## logic make-up (layout without fill, tap and decap cells)
| family | after synthesis | count (layout) | share of synthesized area [%] |
|---|---|---|---|
| fa+ha+maj | 15 | 15 | 9.677 |
| simple gates | 84 | 84 | 22.77 |
| mux | 3 | 3 | 1.548 |
| compound gates | 73 | 73 | 25.23 |
| buf+inv | 33 | 39 | 7.806 |
| flops | 21 | 21 | 27.10 |
| xor+xnor | 13 | 13 | 5.871 |
## routing by layer
metal  part of all wire, %  GRT usage [%]
met2                    44          12.48
met5                     0              0
met1                    48          12.13
met3                   6.6          1.151
met4                   1.9          1.585
## area by class of cell
class	count	area [sq um]
Timing Repair Buffer	24	235.2
Inverter	11	41.29
Fill cell	954	6600
Tap cell	108	135.1
Clock buffer	3	41.29
Sequential cell	21	525.5
Multi-Input combinational cell	188	1262
Clock inverter	1	7.507
## cells in the mapped netlist (6+ instances only)
library cell / number / share of area [%]
o21ai_0: 11 / 2.8
inv_1: 6 / 1.2
o21ai_1: 6 / 1.5
dfrtp_1: 21 / 27
a31oi_1: 8 / 2.6
nor2_1: 26 / 5.0
buf_2: 7 / 1.8
xnor2_1: 12 / 5.4
a21oi_1: 14 / 3.6
nand2_1: 19 / 3.7
clkbuf_1: 9 / 1.7
ha_1: 15 / 9.7
## stage by stage
stage / instance area [sq um] / hold slack, ns / power, uW
after detailed placement: 2200 / 0.4597 / 1532
after global placement: 2200 / 0.4814 / 1538
after global routing: 2248 / 0.5340 / 1871
final: 2248 / 0.4769 / 1691
after floorplan: 1939 / 0.4378 / 1210
after CTS: 2248 / 0.4759 / 1693
## power breakdown
part | internal (uW) | switching [uW] | leakage (uW)
sequential | 313 | 235 | 0.000254
clock | 70.5 | 79.4 | 0.0000217
combinational | 485 | 507 | 0.000595
## placed cells by master, fill, tap and decap left out, types with 6 or more instances in the layout
cell and instances:
clkdlybuf4s50_1 22, dfrtp_1 21, inv_1 6, o21ai_0 11, nor2_1 26, ha_1 15
a21oi_1 14, xnor2_1 12, o21ai_1 6, nand2_1 19, a31oi_1 8
## worst max path at each step
stage	from	endpoint
CTS	service_i	tranzit_n
global route	service_i	tranzit_v
finish	service_i	tranzit_n
## state kept, by name (all words and copies together), names as in the netlist
register and flops:
counter_o 8, curent_state 4, toggle 1, cnt_time 8
Power and IR drop assume default switching activity.
