===== ./config.mk =====
export PLATFORM = sky130hd
export DESIGN_NAME = control_lumini_pietoni
export DESIGN_NICKNAME = control_lumini_pietoni
export VERILOG_FILES = /design/flow/design.v
export SDC_FILE = /design/flow/constraint.sdc
export NUM_CORES = 4
export LEC_CHECK = 1
export CORE_AREA = 10 10 70 70
export DIE_AREA = 0 0 80 80

===== ./constraint.sdc =====
current_design control_lumini_pietoni

set clk_period 1.2
set clk_io_pct 0.2

create_clock -name clk0 -period $clk_period [get_ports {clk_i}]

set non_clock_inputs [all_inputs -no_clocks]
set_input_delay [expr $clk_period * $clk_io_pct] -clock clk0 $non_clock_inputs
set_output_delay [expr $clk_period * $clk_io_pct] -clock clk0 [all_outputs]

===== ./design.v =====
module control_lumini_pietoni (
    input clk_i,
    input rst_n_i,
    input enable_i,
    input w_p,
    input [4:0] counter,  
    output reg Rosu_pietoni_o,
    output reg Verde_pietoni_o
);
localparam GREEN_TIME = 5'd11;
localparam FLASH_TIME = 5'd7;
localparam ALL_RED_TIME = 1'd1;
reg [1:0] state;
always @(posedge clk_i or negedge rst_n_i) begin
    if (~rst_n_i)
        state <= 2'b00;  
    else if (enable_i) begin
        if (counter < GREEN_TIME)
            state <= 2'b01;  
        else if (counter < (GREEN_TIME + FLASH_TIME))
            state <= 2'b10;  
        else if (counter < (GREEN_TIME + FLASH_TIME + ALL_RED_TIME))
            state <= 2'b11;  
        else
            state <= 2'b00;  
    end
end
always @* begin
    case (state)
        2'b00, 2'b11: begin
            Rosu_pietoni_o = 1'b1;
            Verde_pietoni_o = 1'b0;
        end
        2'b01: begin
            Rosu_pietoni_o = 1'b0;
            Verde_pietoni_o = 1'b1;
        end
        2'b10: begin
            Rosu_pietoni_o = 1'b0;
            Verde_pietoni_o = (counter[0]) ? 1'b1 : 1'b0;  
        end
    endcase
end
endmodule

===== ./run.sh =====
#!/bin/bash
# OpenROAD 26Q1-2900-gdf79404cd8, Yosys 0.63+post, stock flow scripts
make -C /OpenROAD-flow-scripts/flow DESIGN_CONFIG=/design/flow/config.mk WORK_HOME=/design/flow/orfs finish

==> impl_metrics.ini <==
; flow metrics
[global_routing]
grtUsageTotal = 0.0188
grt_max_degree = 4
grt_pass1_wl_um = 883
overflow = 0
antenna_found_initial = 0
grt_pass1_vias = 163

[timing]
whs_ns = 0.186
clock_skew_ns = 0
maxSlewHeadroom = 0.854
timing.fmax_mhz = 816
tightest_slew_ns = 0.215
finalClockPeriodUsage = 1.02
final-max-slew-violation-count = 0
setup_viol = 1
finalHoldViolCount = 0
grt_setup_unrepaired = yes
setup_slack_ns = -0.0262
layout_min_cycle_time_ns = 1.23

[synthesis]
synth_area_per_cell_um2 = 10.0
syn_area_um2 = 110
ys_seq_frac = 0.455
syn_inst = 11
topCellsByArea = dfrtp_1 45%, a211oi_2 11%, a22o_1 8.0%
top_area_cell = dfrtp_1
ys_ff = 2
ys_types = 10
ys_cells = 11
yosys_area_um2 = 110
ys_warn_count = 1
top_area_frac = 0.455

[floorplan]
die_h_um = 80
placementRows = 21
die-width_um = 80
fp.coreArea_um2 = 3420
ios = 11
die-area_um2 = 6400
fp_util = 0.0322

[hold_path]
hp-class = input port to async pin

[clock_tree]
clock_latency_ns = 0.22
cts_root_buf = clkbuf_4
ctsHoldBuffers = 0
cts_tree = built
ctsLongestPathBuffers = 2
clk_pin_slew_ns = 0.03
htreeDepth = 1
clock-sinks = 2
cts_buffers = 3

[power]
p_switching_uw = 67.5
seqPwrFrac = 0.264
p_leak_uw = 0.000120
combPwrFrac = 0.251
swShare = 0.221
cellPowerDensity_nw_per_um2 = 1010
internal-power_uw = 237
vdd_drop_max_mv = 0.175
p_clk_frac = 0.485

[detailed_routing]
routed_wl_um = 582
ant_nets = 0
wl_per_cell_um = 8.08
drtIter0Drc = 7
vias = 147
viasPerCell = 2.04
first_pass_iters = 4
n_antenna_cell = 0
drc = 0

[run]
log.warning_count = 28
maxCapViolations = 0

[layout]
area_growth_pct = 175
finalInstanceArea_um2 = 303
regArea_um2 = 50.0
mi_logic_area_um2 = 56.3
drive_gt1_frac = 0.308
fill_cells = 405

[placement]
gp_congestion = 0.664
port_buffers = 9
placed_area_um2 = 265

[critical_path]
crit_path_max_fanout = 2
crit_path_end_kind = output pin
required_ns = 0.96
worstPathArrival_ns = 0.99
worstSetupPathType = register to output pin
cp-start-kind = register

[run_status]
violations = negative setup slack
run_status = finished with violations
==> kinds of logic (layout without fill, tap and decap cells) <==
| group | after synthesis | after routing | share of synthesized area |
|---|---|---|---|
| compound gates | 6 | 6 | 0.432 |
| buf+inv | 1 | 16 | 0.0341 |
| flops | 2 | 2 | 0.455 |
| simple gates | 2 | 2 | 0.0795 |
==> Yosys cell counts <==
cell type  count
a211oi_2       1
a21o_1         1
a21oi_1        1
a22o_1         1
dfrtp_1        2
inv_1          1
nand3_1        1
nor2_1         1
o21ai_1        1
o311ai_1       1
==> layout by cell type (no fill, tap or decap), types with 2 or more instances in the layout <==
cell type,instances
buf_6,2
clkbuf_4,3
clkdlybuf4s50_1,6
dfrtp_1,2
dlygate4sd2_1,2
==> routing by layer <==
layer / GRT usage / vias up / part of all wire
met4: 0.00528 / 0 / 0
met5: 0 / - / 0
li1: - / 73 / -
met1: 0.0252 / 64 / 0.50
met3: 0.0125 / 0 / 0.082
met2: 0.0233 / 10 / 0.42
==> area by class of cell <==
type	count	area share
Clock buffer	3	0.0744
Inverter	1	0.0124
Multi-Input combinational cell	8	0.186
Sequential cell	2	0.165
Tap cell	46	0.190
Timing Repair Buffer	12	0.372
==> repair_timing <==
action,in CTS,in global routing
gates resized,6,1
buffers inserted,2,0
endpoints found under the setup margin,2,1
pin swaps,2,0
==> per-stage QoR <==
step	utilization	TNS (ns)	total power (uW)	cells	worst slack, ns
2_1_floorplan	-	0	95.7	11	0.444
3_3_place_gp	0.0777	-0.477	150	67	-0.372
3_5_place_dp	0.0777	-0.536	151	67	-0.373
4_1_cts	0.0875	-0.0369	314	72	-0.0369
5_1_grt	0.0886	-0.0557	327	72	-0.0557
6_report	0.0886	-0.0262	305	72	-0.0262
==> path summary, 6_finish.rpt <==
path	startpoint	end	slack, ns	depth (start not counted)
min in group clk0	counter[0]	state[1]$_DFF_PN0_	0.49	3
max in group asynchronous	rst_n_i	async pin	0.89	1
setup / recovery	state[1]$_DFF_PN0_	Verde_pietoni_o	-0.03	3
hold reg to reg	register	register	0.62	2
setup reg to reg	register	register	0.37	2
hold / removal	rst_n_i	state[1]$_DFF_PN0_	0.19	1
==> critical path, stage by stage (launching register included) <==
cell     delay, ns
dfrtp_1       0.38
buf_6         0.12
a21o_1        0.15
buf_2         0.12
==> power groups by stage <==
| stage | clock [uW] | combinational (uW) | sequential, uW |
|---|---|---|---|
| CTS | 158 | 75.8 | 79.6 |
| global route | 163 | 83.1 | 81.0 |
| finish | 148 | 76.6 | 80.6 |
No activity file was given, so power comes from the tool's default toggle rates.
